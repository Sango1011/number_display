### ./design.v
module code_con (M,N);
	input [3:0]M;       
	output [6:0]N;
	wire T1;            
	assign T1 = (M[3]&M[2])|(M[3]&M[1]),              
			N[6] = (M[2]&~M[1]&~M[0])|(~M[3]&~M[2]&~M[1]&M[0])|T1,
			N[5] = (M[2]&~M[1]&M[0])|(M[2]&M[1]&~M[0])|T1,
			N[4] = (~M[2]&M[1]&~M[0])|T1,
			N[3] = (M[2]&~M[1]&~M[0])|(~M[3]&~M[2]&~M[1]&M[0])|(M[2]&M[1]&M[0])|T1,
			N[2] = (M[2]&~M[1]&~M[0])|M[0]|T1,
			N[1] = (~M[3]&~M[2]&M[0])|(M[1]&M[0])|(~M[2]&M[1]&~M[0])|T1,
			N[0] = (~M[3]&~M[2]&~M[1])|(M[2]&M[1]&M[0])|T1;
endmodule
### ./run.sh
#!/bin/bash
# OpenROAD 26Q1-2900-gdf79404cd8, Yosys 0.63+post, stock flow scripts
make -C /OpenROAD-flow-scripts/flow DESIGN_CONFIG=/design/flow/config.mk WORK_HOME=/design/flow/orfs finish
### ./config.mk
export PLATFORM = sky130hd
export DESIGN_NAME = code_con
export DESIGN_NICKNAME = code_con
export VERILOG_FILES = /design/flow/design.v
export SDC_FILE = /design/flow/constraint.sdc
export NUM_CORES = 4
export LEC_CHECK = 1
export CORE_AREA = 10 10 70 70
export DIE_AREA = 0 0 80 80
### ./constraint.sdc
current_design code_con

set clk_period 1.4
set clk_io_pct 0.2

create_clock -name clk0 -period $clk_period

set non_clock_inputs [all_inputs -no_clocks]
set_input_delay [expr $clk_period * $clk_io_pct] -clock clk0 $non_clock_inputs
set_output_delay [expr $clk_period * $clk_io_pct] -clock clk0 [all_outputs]
==> flow report <==
STATUS
----------------------------------------------------------------------------------
Status                                                                finished, final reports clean

ROUTE
----------------------------------------------------------------------------------
Drt drc                                                                          0
Vias                                                                           197
Initial DRC Count                                                               22
Wire per inst                                                             7.650 um
Total wire length                                                           612 um
Number of antenna diodes                                                         0
Post-DR vias/cell                                                            2.463
DR pass1 iterations                                                              2
Antenna-violating nets left                                                      0

CLOCK NETWORK
----------------------------------------------------------------------------------
Post-CTS Setup Repair Bufs                                                       0

FINAL TIMING
----------------------------------------------------------------------------------
Slew at the pin closest to its max-slew limit                            0.1699 ns
Maximum achievable frequency                                            0.7479 GHz
Unrepaired setup endpoints after global routing                                 no
Final clock period utilization by the worst path                            95.51%
Relative max-transition margin                                              88.68%
Number of setup violations in the final report                                   0
Crit path time final                                                      1.337 ns
Final slew viol count                                                            0
Final tally of hold violations                                                   0

FINAL LAYOUT
----------------------------------------------------------------------------------
Final cell utilization of the core                                          8.901%
Area Overhead vs Synth                                                      131.4%
Number of flip-flops and latches                                                 0
Fraction of layout instances using a drive strength above 1                 29.41%
Comb area                                                               136.4 um^2
Area taken by flip-flops and latches                                        0 um^2
Clock buffer count in the final layout                                           0
Post-Layout Cell Count                                                          80
Number of filler cells placed in the layout                                    407

SYNTHESIS
----------------------------------------------------------------------------------
Number of distinct library cells after synthesis                                14
Number of instances in the synthesized netlist                                  24
Post-synth seq share                                                            0%
Dominant cell type by area after synthesis                                 a21oi_1
Most frequent cell after synthesis                                         a21oi_1
Synthesis warning total                                                          0
Area leader share                                                           19.05%
Mean Syn Cell Area                                                      5.474 um^2
Cell types occupying the most area after synthesis                    a21oi_1 19%, a22oi_1 11%, nand2_1 11%
Yosys stat chip area                                                    131.4 um^2
Post-synthesis instance area                                            131.4 um^2
List of most frequent post-synthesis cells                            5 x a21oi_1, 4 x nand2_1, 2 x a22oi_1, 2 x buf_2, 2 x inv_1
Number of cell instances after yosys synthesis                                  24

POWER
----------------------------------------------------------------------------------
Max VDD drop                                                            0.02636 mV
Power Density                                                         262.8 mW/mm^2
Leakage power total                                                      0.1137 nW
Overall power                                                             79.91 uW

GRT
----------------------------------------------------------------------------------
Initial antenna violation count                                                  0
Total Routing Usage GR                                                      1.778%
First-pass GRT wire length                                                  938 um
Maximum number of pins on one net before global-route repair                    10
Via count of the first global-routing pass                                     192
Residual overflow from global routing                                            0

WORST SETUP PATH
----------------------------------------------------------------------------------
Required time of the critical path                                         1.12 ns
CP cell instances                                                     buf_2 > buf_4 > a22oi_1 > o21ai_0 > dlygate4sd2_1
Type of the setup path with the least slack                           input port to output pin
Setup crit end kind                                                     output pin
Largest stage delay on the critical path                                   0.26 ns
Largest fanout of any net on the critical path                                   5
Buffers & Inverters on Critical Path                                             3
Family of cells with the greatest summed delay on the critical path   buffers and inverters
Master of the slowest instance on the critical path                   dlygate4sd2_1
Crit path DAT                                                              1.06 ns
Startpoint type of the worst setup path                                 input port

FLOORPLANNING
----------------------------------------------------------------------------------
Die W                                                                        80 um
Starting utilization of the core area                                       3.846%
Standard cell core area                                               0.003416 mm^2
Number of rows created at floorplan                                             21
Area of the chip                                                      0.006400 mm^2
I/O pin count                                                                   11
Floorplan die height                                                         80 um

FLOW RUN
----------------------------------------------------------------------------------
Number of logged tool warnings                                                  32
Max-cap check violation count                                                    0

PLACE
----------------------------------------------------------------------------------
Total placed cells including tap cells                                          80
DP HPWL                                                                   520.7 um
Routability cong.                                                           0.7103
PortBufs                                                                        11

HOLD PATH
----------------------------------------------------------------------------------
Path category of the worst min-delay check                            input port to output pin

-- logic make-up (layout without fill, tap and decap cells) --
logic type	after synthesis	in the layout	synth area share, %
compound gates	12	12	56.18
simple gates	6	6	20.96
buf+inv	5	15	16.19
xor+xnor	1	1	6.668
-- report_power, final --
| part | leakage, nW | switching [mW] | internal, mW | total [mW] |
|---|---|---|---|---|
| Combinational | 0.114 | 0.0355 | 0.0444 | 0.0799 |
| Sequential | 0 | 0 | 0 | 0 |
| Clock | 0 | 0 | 0 | 0 |
| Total | 0.114 | 0.0355 | 0.0444 | 0.0799 |
-- cell usage in the layout, fill, tap and decap left out --
master           synthesis  layout
o21bai_4                 0       1
dlygate4sd2_1            0       5
clkdlybuf4s15_1          0       2
nor2_4                   0       1
buf_4                    0       3
clkbuf_4                 0       1
buf_2                    2       1
a22oi_1                  2       2
a21oi_1                  5       5
nand2_1                  4       3
o21ai_0                  1       1
inv_1                    2       2
o211ai_1                 1       1
o21ai_1                  1       1
or2_1                    1       1
nand2_2                  0       1
xnor2_1                  1       1
inv_2                    1       1
a32oi_2                  0       1
-- layout make-up --
class / count / area share, %
repair buffers: 12 / 32.51
well taps: 46 / 18.93
multi-input cells: 19 / 44.86
inverters: 3 / 3.704
-- routing by layer --
| layer | part of all wire [%] | global-route usage [%] | vias to the layer above |
|---|---|---|---|
| met5 | 0 | 0 | - |
| met4 | 0 | 0 | 0 |
| met3 | 11 | 0.4545 | 0 |
| met2 | 53 | 3.451 | 5 |
| met1 | 36 | 1.978 | 85 |
| li1 | - | - | 107 |
-- repair_timing --
| item | in CTS | in global routing |
|---|---|---|
| resized | 31 | 3 |
| pin swaps | 4 | 1 |
| setup endpoints to repair | 7 | 2 |
| hold buffers | 0 | 0 |
-- worst paths after layout --
| kind | to | slack [ns] | cells past startpoint | from |
|---|---|---|---|---|
| hold / removal | N[6] | 1.03 | 4 | M[3] |
| setup / recovery | N[1] | 0.06 | 5 | M[2] |
-- worst min-delay path, cell delays in order --
cell	delay (ns)
clkbuf_4	0.15
nand2_2	0.08
nand2_1	0.06
clkdlybuf4s15_1	0.18
-- through the flow --
step | area (um^2) | hold slack, ns | worst slack, ns | setup TNS [ns]
5_1_grt | 304.0 | 1.072 | 0.008775 | 0
4_1_cts | 289.0 | 1.042 | 0.02236 | 0
3_5_place_dp | 296.5 | 1.627 | -0.6591 | -4.267
3_3_place_gp | 296.5 | 1.621 | -0.6581 | -4.200
6_report | 304.0 | 1.026 | 0.06289 | 0
2_1_floorplan | 131.4 | 0.5949 | 0.3725 | 0
Power is estimated from default activity; no workload was simulated.
