<file path="design/flow/design.v">
module code_converter2 (A,B,C,D,X1,X2,X3,X4,X5,X6,X7);
	input A,B,C,D;
	output X1,X2,X3,X4,X5,X6,X7;
	wire Z1;
	assign Z1 = (A&B)|(A&C),
			X1 = (B&~C&~D)|(~A&~B&~C&D)|Z1,
			X2 = (B&~C&D)|(B&C&~D)|Z1,
			X3 = (~B&C&~D)|Z1,
			X4 = (B&~C&~D)|(A&B&C&D)|(B&C&D)|Z1,
			X5 = (B&~C&~D)|D|Z1,
			X6 = (~A&~B&D)|(C&D)|(~B&C&~D)|Z1,
			X7 = (~A&~B&~C)|(B&C&D)|Z1;
endmodule
</file>
<file path="design/flow/run.sh">
#!/bin/bash
# OpenROAD 26Q1-2900-gdf79404cd8, Yosys 0.63+post, stock flow scripts
make -C /OpenROAD-flow-scripts/flow DESIGN_CONFIG=/design/flow/config.mk WORK_HOME=/design/flow/orfs finish
</file>
<file path="design/flow/config.mk">
export PLATFORM = sky130hd
export DESIGN_NAME = code_converter2
export DESIGN_NICKNAME = code_converter2
export VERILOG_FILES = /design/flow/design.v
export SDC_FILE = /design/flow/constraint.sdc
export NUM_CORES = 4
export LEC_CHECK = 1
export CORE_AREA = 10 10 70 70
export DIE_AREA = 0 0 80 80
</file>
<file path="design/flow/constraint.sdc">
current_design code_converter2

set clk_period 1.9
set clk_io_pct 0.2

create_clock -name clk0 -period $clk_period

set non_clock_inputs [all_inputs -no_clocks]
set_input_delay [expr $clk_period * $clk_io_pct] -clock clk0 $non_clock_inputs
set_output_delay [expr $clk_period * $clk_io_pct] -clock clk0 [all_outputs]
</file>
==> flow_results.xml <==
<?xml version="1.0" encoding="UTF-8"?>
<metrics>
  <group name="outcome">
    <metric name="run_status" unit="">completed</metric>
  </group>
  <group name="timing">
    <metric name="maxClockFrequency" unit="MHz">563</metric>
    <metric name="final_min_period_over_clock_period" unit="%">93.5</metric>
    <metric name="rsz0062_at_grt" unit="">false</metric>
    <metric name="finalSetupViolations" unit="">0</metric>
    <metric name="total_negative_setup_slack" unit="ps">0</metric>
    <metric name="number_of_endpoints_with_negative_hold_slack_in_the_final_report" unit="">0</metric>
    <metric name="report.final.slew_viol_count" unit="">0</metric>
    <metric name="worst_pin_slew" unit="ps">198</metric>
    <metric name="slew-limit-headroom" unit="%">86.8</metric>
    <metric name="post-route-min-period" unit="ps">1780</metric>
    <metric name="timing.hold.ws" unit="ps">1180</metric>
    <metric name="setup_ws" unit="ps">124</metric>
  </group>
  <group name="logic_synthesis">
    <metric name="synthesis.area" unit="µm²">158</metric>
    <metric name="top_cells_by_area" unit="">buf_6, a21oi_1, xor2_2</metric>
    <metric name="top_area_cell_type_share_of_the_netlist_area" unit="%">14.3</metric>
    <metric name="ys_types" unit="">15</metric>
    <metric name="synthesis.yosys.warnings" unit="">0</metric>
    <metric name="yosysChipArea" unit="µm²">158</metric>
    <metric name="synth_area_leader_cell" unit="">buf_6</metric>
    <metric name="ys_seq_share" unit="%">0</metric>
    <metric name="synthesized_instance_count" unit="">24</metric>
    <metric name="syn_area_per_cell" unit="µm²">6.57</metric>
    <metric name="yosysCellCount" unit="">24</metric>
  </group>
  <group name="place">
    <metric name="hpwlAfterDp" unit="µm">586</metric>
    <metric name="placedCellCount" unit="">79</metric>
    <metric name="portBuffers" unit="">11</metric>
    <metric name="place_congestion" unit="">0.729</metric>
    <metric name="pre_cts_slack" unit="ps">-428</metric>
    <metric name="placed_cell_area" unit="µm²">305</metric>
  </group>
  <group name="worst_setup_path">
    <metric name="path_class" unit="">in2out</metric>
    <metric name="cp_max_fo" unit="">7</metric>
    <metric name="crit_path_end_kind" unit="">primary output</metric>
    <metric name="setup.worst_path.start" unit="">D</metric>
    <metric name="crit_path_start_kind" unit="">input port</metric>
    <metric name="critPathArrivalTime" unit="ps">1400</metric>
    <metric name="timing.critical_path.required" unit="ps">1520</metric>
  </group>
  <group name="power">
    <metric name="seq_power_share" unit="%">0</metric>
    <metric name="p_switching" unit="mW">0.0279</metric>
    <metric name="power.internal" unit="mW">0.0398</metric>
    <metric name="power.share.switching" unit="%">41.2</metric>
    <metric name="power_frac_clock" unit="%">0</metric>
    <metric name="power_per_unit_of_standard_cell_area" unit="nW/µm²">224</metric>
    <metric name="p_comb_share" unit="%">100.0</metric>
    <metric name="static-leakage-power" unit="nW">0.117</metric>
    <metric name="finalPower" unit="mW">0.0676</metric>
    <metric name="max-vdd-ir-drop" unit="mV">0.0577</metric>
  </group>
  <group name="detailed_routing">
    <metric name="drt_iter0_markers" unit="">2</metric>
    <metric name="dr_total_vias" unit="">189</metric>
    <metric name="drt.antenna.violating_nets" unit="">0</metric>
    <metric name="routed_via_density" unit="">2.39</metric>
    <metric name="num_antenna_cells" unit="">0</metric>
    <metric name="total_length_of_routed_wires" unit="µm">684</metric>
    <metric name="drt_pass1_iterations" unit="">2</metric>
    <metric name="drc" unit="">0</metric>
    <metric name="routedWlPerCell" unit="µm">8.66</metric>
  </group>
  <group name="floorplanning">
    <metric name="die-height" unit="µm">80</metric>
    <metric name="design.core.area" unit="µm²">3420</metric>
    <metric name="chip_area" unit="µm²">6400</metric>
    <metric name="std_cell_rows" unit="">21</metric>
    <metric name="chip_width" unit="µm">80</metric>
    <metric name="floorplan.initialDensity" unit="%">4.62</metric>
    <metric name="io_pins" unit="">11</metric>
  </group>
  <group name="final_layout">
    <metric name="syn2layout_area_growth" unit="%">91.3</metric>
    <metric name="n_clock_buffer" unit="">0</metric>
    <metric name="drive_above_1_share" unit="%">36.4</metric>
    <metric name="layout.cells.non_filler" unit="">79</metric>
    <metric name="seq_cells" unit="">0</metric>
    <metric name="layout.cells.most_common_list" unit="">clkdlybuf4s50_1, nor2_1, a21oi_1, buf_2, o21ai_1</metric>
    <metric name="final_cell_area" unit="µm²">302</metric>
    <metric name="area_used_by_sequential_logic_in_the_layout" unit="µm²">0</metric>
    <metric name="finish.utilization" unit="%">8.83</metric>
    <metric name="mostFrequentLayoutCell" unit="">clkdlybuf4s50_1</metric>
  </group>
  <group name="run">
    <metric name="cap_violations" unit="">0</metric>
    <metric name="tool_warnings" unit="">32</metric>
  </group>
  <group name="clock_tree">
    <metric name="holdBufCountCts" unit="">0</metric>
  </group>
  <group name="hold_path">
    <metric name="worstHoldStart" unit="">D</metric>
    <metric name="worstHoldPathType" unit="">in2out</metric>
  </group>
  <group name="grt">
    <metric name="grt_pass1_wl" unit="µm">1150</metric>
    <metric name="grt_max_degree" unit="">10</metric>
    <metric name="global_route.overflow_total" unit="">0</metric>
    <metric name="grt_pass1_vias" unit="">202</metric>
    <metric name="grt_use_total" unit="%">2.22</metric>
    <metric name="antenna_found_initial" unit="">0</metric>
  </group>
</metrics>
worst max-delay path, cell delays in order:
cell,delay [ps]
buf_2,170
xor2_2,190
o22a_1,180
clkdlybuf4s50_1,480
power by group through the flow:
stage	sequential (mW)	clock, mW	combinational (mW)
CTS	0	0	0.0711
global route	0	0	0.0762
finish	0	0	0.0676
layout make-up:
class	count	area [µm²]
Fill cell	408	3110
Tap cell	46	57.6
Inverter	2	7.51
Multi-Input combinational cell	18	126
Timing Repair Buffer	13	110
Yosys cell counts:
cell type,instances
o22a_2,1
buf_6,2
a2bb2oi_1,1
inv_1,2
nor3_1,1
buf_4,1
o22a_1,1
nor2_1,4
o21ai_0,1
buf_2,1
o21ai_1,2
xor2_2,1
a21oi_1,4
a22oi_1,1
and2_4,1
cell families after synthesis:
group           Yosys count  synth area share (%)
compound gates           11                  44.4
simple gates              6                  18.2
buf+inv                   6                  27.0
xor+xnor                  1                  10.3
worst paths after layout:
path	to	slack [ps]	cells past startpoint
setup / recovery	X2	120	4
hold / removal	X5	1180	4
metal layers:
metal  wire length, µm  vias up  track usage [%]
met2               266        7             3.45
met1               353       83             3.04
met3                64        0            0.795
met5                 0        -                0
li1                  -       99                -
met4                 0        0                0
timing repair:
item | 4_1_cts | 5_1_grt
resized | 14 | 11
setup endpoints to repair | 7 | 5
pin swaps | 0 | 1
setup buffers | 0 | 0
No activity file was given, so power comes from the tool's default toggle rates.
